<file path="flow/config.mk">
export PLATFORM = sky130hd
export DESIGN_NAME = RegFile
export DESIGN_NICKNAME = RegFile
export VERILOG_FILES = /design/flow/design.v
export SDC_FILE = /design/flow/constraint.sdc
export NUM_CORES = 4
export LEC_CHECK = 1
export CORE_UTILIZATION = 50
</file>
<file path="flow/constraint.sdc">
current_design RegFile

set clk_period 6.8
set clk_io_pct 0.2

create_clock -name clk0 -period $clk_period [get_ports {clk}]

set non_clock_inputs [all_inputs -no_clocks]
set_input_delay [expr $clk_period * $clk_io_pct] -clock clk0 $non_clock_inputs
set_output_delay [expr $clk_period * $clk_io_pct] -clock clk0 [all_outputs]
</file>
<file path="flow/design.v">
`timescale 1ns / 1ps
module RegFile(
	input [4:0] R1_num,
	input [4:0] R2_num,  
	input [4:0] W_num,  
	input [31:0] Din,  
	input WE,  
	input clk,  
	output [31:0] R1_data,  
	output [31:0] R2_data  
    );
reg [31:0]Reg[31:0];  
integer i;
initial begin
  	for (i = 0; i<32 ; i = i+1)
  		Reg[i] = 0;
end
always @(negedge clk)
begin
	if(WE) Reg[W_num] = Din; 
end
assign R1_data = Reg[R1_num];
assign R2_data = Reg[R2_num];
endmodule
</file>
<file path="flow/run.sh">
#!/bin/bash
# OpenROAD 26Q1-2900-gdf79404cd8, Yosys 0.63+post, stock flow scripts
make -C /OpenROAD-flow-scripts/flow DESIGN_CONFIG=/design/flow/config.mk WORK_HOME=/design/flow/orfs finish
</file>
==> flow_summary_export.csv <==
group,metric,value,unit
cells_and_area,postLayoutCoreUtil,0.6369,
cts,clk_pin_slew,50,ps
detailed_routing,drc,0,
timing,slew_headroom,0.4316,
synthesis,yosys-top-cells-area,"edfxtp_1 (63%), mux2i_1 (21%), a22oi_1 (3.0%)",
detailed_routing,avgRoutedWirePerCell,26.14,um
synthesis,yosysWarnings,1,
synthesis,top_cell_area_share,0.6306,
synthesis,ys_chip_area,48760,um^2
timing,maxSlewViolCount,0,
critical_path,path_class,"reg2out",
power,power-per-cell-area,275.9,nW/um^2
cts,htree_levels,3,
cts,clockBufferDepth,3,
synthesis,ys_seq_share,0.6306,
cts,cts-root-buf,"clkbuf_16",
placement,gp_congestion,0.9375,
flow_run,max_cap_viol_count,0,
synthesis,postSynthCellCount,3387,
floorplan,core_util_floorplan,0.5042,
cells_and_area,largest_reg_flops,1024,
cells_and_area,final_common_cell,"inv_1",
grt,first_global_vias,38660,
timing,finalSetupTns,-868.1,ps
floorplan,ioPinCount,113,
power,fin_total_pwr,0.01699,W
detailed_routing,num_vias,35240,
timing,hold_violations,0,
cells_and_area,area_growth,26.31,%
power,leakage,26.76,nW
flow_run,warnings,1030,
placement,dp_hpwl,91520,um
synthesis,numSynthFlops,1024,
cells_and_area,drive_gt1_frac,0.1379,
cts,cts_tree,"built",
floorplan,die_w,314.3,um
placement,port_buffers,112,
detailed_routing,avgViaCountPerCell,5.925,
critical_path,crit_required,5440,ps
critical_path,end_kind,"output port",
cts,cts.sinks,1024,
cts,numCtsBuffers,117,
floorplan,chipArea,98780,um^2
floorplan,die_h,314.3,um
grt,track_usage,0.3489,
power,vdd_drop_max,0.2445,mV
detailed_routing,ant_nets,0,
hold_path,holdCritPathClass,"in2out",
critical_path,cp_data_arrival_time,5570,ps
synthesis,synth_area,48760,um^2
grt,antenna_found_initial,1,
run_status,violations,"setup timing",
synthesis,synth_cell_types,24,
cts,holdBufCountCts,0,
timing,tightest_slew,852.6,ps
floorplan,core_area,96710,um^2
timing,grt_setup_unrepaired,"true",
timing,fin_ws,-130.7,ps
grt,grt_max_degree,86,
synthesis,ys_cells,3387,
critical_path,path_max_fanout,2,
grt,grt_pass1_wl,228200,um
detailed_routing,routed_wl,155500,um
floorplan,rows,114,
timing,setup_viol,19,
synthesis,largest_area_cell,"edfxtp_1",
synthesis,syn_area_per_cell,14.40,um^2
run_status,status,"finished with violations",
critical_path,critPathLaunchType,"flop",
grt,gr-total-overflow,0,
detailed_routing,dr.pass1.iters,5,
placement,dpl_worst_slack,-17.65,ps
cells_and_area,lay_top_cells,"inv_1 (1053), edfxtp_1 (1024), mux2i_1 (1024)",
detailed_routing,initialDrtViolationCount,2391,
-- layer usage --
| metal | share of wire | track usage |
|---|---|---|
| met2 | 0.45 | 0.4655 |
| met4 | 0.032 | 0.1402 |
| met3 | 0.16 | 0.2622 |
| met1 | 0.36 | 0.4485 |
| met5 | 0 | 0.003385 |
-- layout make-up --
type | count | area (um^2)
Antenna cell | 1 | 2.502
Clock inverter | 1114 | 4603
Multi-Input combinational cell | 2109 | 18260
Tap cell | 1276 | 1597
Sequential cell | 1024 | 30750
Timing Repair Buffer | 304 | 3382
Fill cell | 6653 | 35110
Clock buffer | 120 | 3003
-- power by group --
group          switching (W)  total [W]  leakage [nW]  internal, W
combinational       0.000918    0.00145          10.2     0.000533
clock                0.00400    0.00843          7.33      0.00443
sequential         0.0000316    0.00711          9.22      0.00708
total                0.00495     0.0170          26.8       0.0120
-- kinds of logic (layout without fill, tap and decap cells) --
kind of cell	after synthesis	after routing	synth area share
buffers and inverters	254	1538	0.03161
other	0	1	0
AND/OR/NAND/NOR	509	509	0.04716
AND-OR/OR-AND	576	576	0.08046
multiplexers	1024	1024	0.2102
flip-flops	1024	1024	0.6306
-- through the flow --
stage | hold WS [ps] | std cells | cell area, um^2
finish | 3715 | 5948 | 61590
global route | 3746 | 5948 | 61590
CTS | 3690 | 5949 | 61390
detailed placement | 4138 | 4739 | 52910
global placement | 4147 | 4739 | 52910
floorplan | 2981 | 3387 | 48780
-- final timing paths --
kind / from / to / slack, ps / cells past startpoint
max: Reg[7][7]$_DFFE_NP_ / R1_data[7] / -130 / 8
min: R1_num[1] / R1_data[11] / 3710 / 6
-- cell usage after synthesis (all sizes together) --
cell	n
nand3	194
nand2b	4
nor3	64
inv	1
a31oi	64
or3b	3
a21oi	192
clkbuf	77
nand3b	5
a22oi	192
nand2	195
and2	2
or2	2
nor2	35
buf	176
a22o	128
or3	1
edfxtp	1024
mux2i	1024
nor2b	4
-- critical path, stage by stage, from the launching register on --
cell and delay (ps):
edfxtp_1 390, buf_4 150, mux2i_1 130, a22o_1 210, nor3_2 80, a31oi_1 160, buf_4 180, nand3_4 70
buf_6 110
-- what timing repair did --
item / 4_1_cts / 5_1_grt
setup endpoints to repair: 64 / 63
buffers inserted: 7 / 0
pin swaps: 144 / 86
gates resized: 433 / 42
Power figures rest on the tool's default switching activity, not on a simulated workload.
