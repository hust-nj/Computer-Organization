`design/flow/design.v`:
```
`timescale 1ns / 1ps
module RAM 
    (Addr, data_in, Mode, memWrite,  clk, clr, data_out,mem_probe,probe);
    parameter 
        byte_mode       = 2'b00,
        dbyte_mode      = 2'b01,
        word_mode       = 2'b10,
        Addr_Width      = 7;
    input [31:0] data_in;
    input [Addr_Width - 1 : 0] Addr;
    input [1:0] Mode;
    input memWrite,  clk, clr;
    output wire [31:0] data_out;
    output wire [31:0] mem_probe ;
    input  wire [3:0] probe;
    reg [Addr_Width-2:0] i;
    reg [31:0] mem [2**(Addr_Width - 2)-1:0];
    wire [31:0] select;
    wire [Addr_Width - 3:0]index;
    assign mem_probe=mem[probe];
    assign index = Addr[Addr_Width - 1:2];
    assign select = mem[index];
    initial begin
        for(i = 0; i <= 2**(Addr_Width - 2)-1; i = i+1) begin
            mem[i] = 32'h0000;
        end 
    end
    always @(posedge clk or posedge clr)
    begin
        if(clr)begin
            for(i = 0; i <= 2**(Addr_Width - 2)-1; i = i+1) begin
                mem[i] = 32'h0000;
            end 
        end
        else begin
             if(memWrite) begin
                    case(Mode)
                        dbyte_mode: begin
                            if(Addr[1:1]==0) begin
                                    mem[index] [15:0] = data_in[15:0];
                                end  
                                else begin
                                    mem[index] [31:16] = data_in[15:0];
                            end
                        end
                        word_mode: begin
                            mem[index] = data_in;
                        end
                        byte_mode: begin
                            case(Addr[1:0])
                                     0: begin mem[index] [7:0] = data_in[7:0];     end
                                     1: begin mem[index] [15:8] = data_in[7:0];    end
                                     2: begin mem[index] [23:16] = data_in[7:0];   end
                                     3: begin mem[index] [31:24] = data_in[7:0];   end
                                    default: begin mem[index] [7:0] = data_in[7:0];   end  
                            endcase
                        end
                        default: begin
                        end
                    endcase
                end
                else begin
                end
            end
    end
    wire [15:0] out_31_16;
    wire [7:0] out_7_0, out_15_8; 
    assign out_7_0 = (Mode == byte_mode)?(
                 (Addr[1:0] == 2'b00)?select[7:0]:
                            ((Addr[1:0] == 2'b01)?select[15:8]:
                                ((Addr[1:0] == 2'b10)?select[23:16]:select[31:24]))):
                            ((Mode == dbyte_mode)?
                            ((Addr[1] == 0)?select[7:0]:select[23:16]):select[7:0]);
    assign out_15_8 = (Mode == byte_mode)?(8'b0):
                            ((Mode == dbyte_mode)?
                            ((Addr[1] == 1)?select[31:24]:select[15:8]):select[15:8]);
    assign out_31_16 = (Mode == word_mode)?select[31:16]:16'b0;
    assign data_out = {out_31_16, out_15_8, out_7_0};
endmodule
```
`design/flow/run.sh`:
```
#!/bin/bash
# OpenROAD 26Q1-2900-gdf79404cd8, Yosys 0.63+post, stock flow scripts
make -C /OpenROAD-flow-scripts/flow DESIGN_CONFIG=/design/flow/config.mk WORK_HOME=/design/flow/orfs finish
```
`design/flow/config.mk`:
```
export PLATFORM = sky130hd
export DESIGN_NAME = RAM
export DESIGN_NICKNAME = RAM
export VERILOG_FILES = /design/flow/design.v
export SDC_FILE = /design/flow/constraint.sdc
export NUM_CORES = 4
export LEC_CHECK = 1
export CORE_UTILIZATION = 30
```
`design/flow/constraint.sdc`:
```
current_design RAM

set clk_period 8.6
set clk_io_pct 0.2

create_clock -name clk0 -period $clk_period [get_ports {clk}]

set non_clock_inputs [all_inputs -no_clocks]
set_input_delay [expr $clk_period * $clk_io_pct] -clock clk0 $non_clock_inputs
set_output_delay [expr $clk_period * $clk_io_pct] -clock clk0 [all_outputs]
```
==> summary.json <==
{
  "status": {"value": "completed"},
  "clockRootBuffer": {"value": "sky130_fd_sc_hd__clkbuf_16"},
  "log.warning_count": {"value": 39},
  "timing.reg2reg.setup_slack": {"value": 7.70, "unit": "ns"},
  "clock_transition_at_path_regs": {"value": 0.06, "unit": "ns"},
  "mappedNetlistArea": {"value": 47800, "unit": "um2"},
  "die-area": {"value": 161000, "unit": "um2"},
  "postSynthSeqShare": {"value": 53.6, "unit": "%"},
  "setup_viol": {"value": 0},
  "tritoncts.num_buffers": {"value": 110},
  "min_period": {"value": 8.13, "unit": "ns"},
  "post_synth_inst_count": {"value": 4860},
  "top_cells_area": {"value": "sky130_fd_sc_hd__dfrtp_1 54%, sky130_fd_sc_hd__a22oi_1 7.5%, sky130_fd_sc_hd__mux2_2 6.3%, sky130_fd_sc_hd__a21oi_1 5.7%, sky130_fd_sc_hd__nor2_1 4.0%"},
  "number_of_global_route_vias_before_repair": {"value": 43300},
  "first_pass_grt_wire_length": {"value": 346000, "unit": "um"},
  "cp_max_fo": {"value": 31},
  "syn_area_per_cell": {"value": 9.84, "unit": "um2"},
  "first_pass_iters": {"value": 7},
  "dominantRegCellSynth": {"value": "sky130_fd_sc_hd__dfrtp_1"},
  "cts_sinks": {"value": 1024},
  "number_of_flip_flops_in_the_largest_register": {"value": 1024},
  "share_of_cells_above_drive_strength_1": {"value": 17.6, "unit": "%"},
  "yosys_warnings": {"value": 2},
  "synth-edff-count": {"value": 0},
  "fin_crit_sh": {"value": 94.5, "unit": "%"},
  "largest_area_cell": {"value": "sky130_fd_sc_hd__dfrtp_1"},
  "max-slew-margin-rel": {"value": 25.6, "unit": "%"},
  "timing.hold.worst_path_depth": {"value": 2},
  "route.detailed.wl_per_inst": {"value": 34.8, "unit": "um"},
  "cts_buffer_depth": {"value": 3},
  "number_of_top_level_pins": {"value": 112},
  "worstSetupStartpointType": {"value": "primary input"},
  "grt.total_usage": {"value": 31.7, "unit": "%"},
  "num_rows": {"value": 146},
  "clock_insertion_delay_at_the_later_pin_of_the_skew_report": {"value": 0.74, "unit": "ns"},
  "final_weighted_congestion_in_routability_driven_placement": {"value": 1.10},
  "fillerInstances": {"value": 15600},
  "end_kind": {"value": "primary output"},
  "min-delay-start": {"value": "mem[21][25]"},
  "fp-utilization": {"value": 30.2, "unit": "%"},
  "synth_cell_type_count": {"value": 68},
  "cts_max_level": {"value": 3},
  "worstHoldPathType": {"value": "register to register"},
  "routed-via-count": {"value": 44400},
  "setup_cp_type": {"value": "primary input to primary output"},
  "reg2reg_from": {"value": "mem[1][0]"},
  "post_cts.resized_instances": {"value": 0},
  "drt.antenna.violating_nets": {"value": 0},
  "drt_drc_violations_left": {"value": 0},
  "clock_tree_from_tritoncts": {"value": "built"},
  "grt-ovfl-total": {"value": 0},
  "portion_of_synthesized_cell_area_occupied_by_the_leading_cell_type": {"value": 53.6, "unit": "%"},
  "maxCapViolCount": {"value": 0},
  "area_growth": {"value": 18.6, "unit": "%"},
  "hold_buffers": {"value": 0},
  "reg2reg_depth": {"value": 1},
  "detailedPlacementHpwl": {"value": 171000, "unit": "um"},
  "pin_count_of_the_biggest_net_entering_global_routing": {"value": 132},
  "grt_setup_unrepaired": {"value": "no"},
  "core_area": {"value": 158000, "unit": "um2"},
  "fin_worst_skew": {"value": 0, "unit": "ns"},
  "number_of_drc_violations_after_detailed_routing_iteration_0": {"value": 5523},
  "cp.arrival": {"value": 6.41, "unit": "ns"},
  "dieHeight": {"value": 401, "unit": "um"},
  "floorplan.die.width": {"value": 401, "unit": "um"},
  "buffer_ports.inserted": {"value": 111},
  "powerDensity": {"value": 261, "unit": "nW/um2"},
  "postSynth.asyncResetShare": {"value": 100, "unit": "%"},
  "ys_area": {"value": 47800, "unit": "um2"},
  "route.detailed.vias_per_inst": {"value": 6.20},
  "worst_pin_slew": {"value": 1.11, "unit": "ns"},
  "power.ir.vdd_worst": {"value": 0.217, "unit": "mV"},
  "final-hold-violation-count": {"value": 0},
  "cp.required": {"value": 6.88, "unit": "ns"},
  "ys_cells": {"value": 4860},
  "whs": {"value": 0.480, "unit": "ns"},
  "mostFrequentLayoutCell": {"value": "sky130_fd_sc_hd__dfrtp_1"},
  "grt_antenna_before_repair": {"value": 16},
  "r2r-end": {"value": "mem[1][0]"},
  "layout.cells.most_common_list": {"value": "1024 x sky130_fd_sc_hd__dfrtp_1, 533 x sky130_fd_sc_hd__a21oi_1, 490 x sky130_fd_sc_hd__nor2_1, 485 x sky130_fd_sc_hd__nand2_1, 479 x sky130_fd_sc_hd__a22oi_1"},
  "total_power": {"value": 14.8, "unit": "mW"},
  "p_leak": {"value": 23.7, "unit": "nW"},
  "achievable-frequency": {"value": 0.123, "unit": "GHz"},
  "cts.repair_timing.setup_buffer_count": {"value": 0},
  "finalMaxSlewViolations": {"value": 0},
  "totalWireLength": {"value": 249000, "unit": "um"},
  "ys_ff": {"value": 1024},
  "timing.hold.worst_endpoint": {"value": "mem[21][25]"}
}
## layer usage
metal | vias to the layer above | global-route usage, % | wire (um)
li1 | 18100 | - | -
met4 | 32 | 16.8 | 17900
met2 | 3460 | 42.1 | 99700
met1 | 21800 | 40.5 | 91300
met3 | 1011 | 18.6 | 40000
met5 | - | 1.34 | 437
## synth_stat cells, drive strengths merged, types with 8 or more instances
master / number
a21oi: 548
a221oi: 51
a222oi: 8
a22o: 67
a22oi: 479
a31oi: 9
a32oi: 18
and2: 31
and3: 14
buf: 162
clkbuf: 256
dfrtp: 1024
inv: 9
mux2: 268
mux2i: 64
nand2: 486
nand2b: 15
nand3: 97
nand4: 106
nor2: 519
nor2b: 11
nor3: 49
nor4: 14
o21ai: 426
o22a: 38
o22ai: 12
## power by group
group          internal [mW]  total [mW]  switching [mW]
combinational           1.03        2.58            1.55
sequential              5.94        7.11            1.17
clock                   3.00        5.14            2.14
total                   9.97        14.8            4.86
## logic make-up after synthesis
logic type | Yosys count | synth area share, %
AND-OR/OR-AND | 1702 | 22.2
AND/OR/NAND/NOR | 1370 | 12.5
buffers and inverters | 427 | 3.88
multiplexers | 337 | 7.90
flip-flops | 1024 | 53.6
## worst max path at each step
stage,depth (start not counted),slack [ns],start,end
after CTS,11,0.79,Addr[2],data_out[2]
final,11,0.47,Addr[2],data_out[5]
after global routing,11,0.58,Addr[2],data_out[2]
## through the flow
| stage | instance area [um2] | TNS, ns | util, % | worst slack, ns | std cells |
|---|---|---|---|---|---|
| CTS | 56700 | 0 | 35.8 | 0.787 | 7159 |
| floorplan | 47800 | -7407.55 | - | -7.23 | 4860 |
| global route | 56700 | 0 | 35.8 | 0.580 | 7159 |
| finish | 56700 | 0 | 35.8 | 0.473 | 7161 |
| global placement | 52800 | 0 | 33.4 | 0.852 | 6952 |
| detailed placement | 52800 | 0 | 33.4 | 0.807 | 6952 |
## layout make-up
| cell class | count | area [um2] | share of cell area (%) |
|---|---|---|---|
| Tap cell | 2072 | 2590 | 4.57 |
| Timing Repair Buffer | 438 | 3710 | 6.54 |
| Clock buffer | 152 | 3160 | 5.58 |
| Clock inverter | 55 | 732 | 1.29 |
| Antenna cell | 2 | 5.00 | 0.00882 |
| Sequential cell | 1024 | 25600 | 45.2 |
| Inverter | 9 | 37.5 | 0.0662 |
| Multi-Input combinational cell | 3409 | 20900 | 36.8 |
## critical path, stage by stage
cell                              delay, ns
sky130_fd_sc_hd__buf_2                 0.70
sky130_fd_sc_hd__nand2_1               0.59
sky130_fd_sc_hd__nor3_4                0.80
sky130_fd_sc_hd__buf_4                 0.31
sky130_fd_sc_hd__a22oi_1               0.10
sky130_fd_sc_hd__nand3_1               0.14
sky130_fd_sc_hd__nor3_1                0.05
sky130_fd_sc_hd__a21oi_1               0.64
sky130_fd_sc_hd__nor2_1                0.12
sky130_fd_sc_hd__a211oi_1              0.59
sky130_fd_sc_hd__clkdlybuf4s50_1       0.59
Power and IR drop assume default switching activity.
